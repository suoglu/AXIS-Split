==> design/flow/design.v <==
`timescale 1 ns / 1 ps
  module AXIS_Split_v1_0 #
  (
    parameter BUFFER_MODE = "NONE",  
    parameter MSH_FIRST = 1,
    parameter ENABLE_TSTRB = 0,
    parameter ENABLE_TLAST = 0,
    parameter C_S_AXIS_TDATA_WIDTH  = 32,
    parameter C_M_AXIS_TDATA_WIDTH  = C_S_AXIS_TDATA_WIDTH/2
  )(
    input axis_aclk,
    input axis_aresetn,
    output reg s_axis_tready,
    input  s_axis_tvalid,
    input [C_S_AXIS_TDATA_WIDTH-1:0] s_axis_tdata,
    input  s_axis_tlast,
    input [(C_S_AXIS_TDATA_WIDTH/8)-1:0] s_axis_tstrb,
    input   m_axis_tready,
    output reg m_axis_tvalid,
    output reg [C_M_AXIS_TDATA_WIDTH-1:0] m_axis_tdata,
    output  m_axis_tlast,
    output reg [(C_M_AXIS_TDATA_WIDTH/8)-1:0] m_axis_tstrb
  );
    localparam FA7A1E33 = 32'hFA7A1E33;
    wire master_handshake = m_axis_tready & m_axis_tvalid;
    wire  slave_handshake = s_axis_tready & s_axis_tvalid;
    reg buffer_invalid;
    localparam FIRST = 1'b0,
                LAST = 1'b1;
    reg state;
    wire inFirst = (state == FIRST);
    wire inLast  = (state == LAST);
    wire state_next = (inLast) ? FIRST : LAST;
    wire state_advance = (BUFFER_MODE == "FULL") ? (buffer_invalid | inLast) & master_handshake:
                                                                               master_handshake;
    always@(posedge axis_aclk) begin
      if(~axis_aresetn) begin
        state <= FIRST;
      end else begin
        state <= (state_advance) ? state_next : state;
      end
    end
    localparam BUFFER_ENABLE = (BUFFER_MODE == "HALF")|(BUFFER_MODE == "FULL");
    wire update_buffers = (!BUFFER_ENABLE) ?       1'b0      : 
                   (BUFFER_MODE == "FULL") ?  slave_handshake: 
                                   inFirst & master_handshake;
    generate
      if(BUFFER_MODE == "FULL") begin
        always@(posedge axis_aclk) begin
          if(~axis_aresetn) begin
            buffer_invalid <= 1;
          end else case(buffer_invalid)
            1: buffer_invalid <= ~update_buffers;
            0: buffer_invalid <= ~(inLast & master_handshake);
          endcase
        end
      end
    endgenerate
    reg [C_M_AXIS_TDATA_WIDTH-1:0] firstHalf, lastHalf;  
    always@* begin
      if(MSH_FIRST) begin
        {firstHalf, lastHalf} = s_axis_tdata;
      end else begin
        {lastHalf, firstHalf} = s_axis_tdata;
      end
    end
    reg [C_M_AXIS_TDATA_WIDTH-1:0] firstHalf_buff, lastHalf_buff;
    generate
      if(BUFFER_MODE == "FULL") begin
        always@(posedge axis_aclk) begin
          if(~axis_aresetn) begin
            firstHalf_buff <= FA7A1E33;  
          end else if(update_buffers) begin
            firstHalf_buff <= firstHalf;
          end
        end
      end
      if(BUFFER_ENABLE) begin
        always@(posedge axis_aclk) begin
          if(~axis_aresetn) begin
            lastHalf_buff <= FA7A1E33;  
          end else if(update_buffers) begin
            lastHalf_buff <= lastHalf;
          end
        end
      end
    endgenerate
    always@* begin
      case(state)
        FIRST: begin
          if(BUFFER_MODE == "FULL") begin
            m_axis_tdata = (master_handshake) ? firstHalf : firstHalf_buff;
          end else begin
            m_axis_tdata = firstHalf;
          end
        end
        LAST: begin
          m_axis_tdata = (BUFFER_ENABLE) ? lastHalf_buff : lastHalf;
        end
        default: m_axis_tdata = FA7A1E33;  
      endcase
    end
    reg tlast_buff;
    generate
      if(ENABLE_TLAST) begin
        if(BUFFER_ENABLE) begin
          always@(posedge axis_aclk) begin
            if(~axis_aresetn) begin
              tlast_buff <= 0;
            end else if(update_buffers) begin
              tlast_buff <= s_axis_tlast;
            end
          end
        end
        assign m_axis_tlast = (inFirst) ? 1'b0 : 
                       ((BUFFER_ENABLE) ? tlast_buff : s_axis_tlast);
      end
    endgenerate
    reg [(C_M_AXIS_TDATA_WIDTH/8)-1:0] tstrb_First, tstrb_Last;  
    always@* begin
      if(MSH_FIRST) begin
        {tstrb_First, tstrb_Last} = s_axis_tstrb;
      end else begin
        {tstrb_Last, tstrb_First} = s_axis_tstrb;
      end
    end
    reg [(C_M_AXIS_TDATA_WIDTH/8)-1:0] tstrb_First_buff, tstrb_Last_buff;
    generate
      if(ENABLE_TSTRB) begin
        if(BUFFER_MODE == "FULL") begin
          always@(posedge axis_aclk) begin
            if(~axis_aresetn) begin
              tstrb_First_buff <= 0;  
            end else if(update_buffers) begin
              tstrb_First_buff <= tstrb_First;
            end
          end
        end
        if(BUFFER_ENABLE) begin
          always@(posedge axis_aclk) begin
            if(~axis_aresetn) begin
              tstrb_Last_buff <= 0;  
            end else if(update_buffers) begin
              tstrb_Last_buff <= tstrb_Last;
            end
          end
        end
      end
      always@* begin
        case(state)
          FIRST: begin
            if(BUFFER_MODE == "FULL") begin
              m_axis_tstrb = (master_handshake) ? tstrb_First : tstrb_First_buff;
            end else begin
              m_axis_tstrb = tstrb_First;
            end
          end
          LAST: begin
            m_axis_tstrb = (BUFFER_ENABLE) ? tstrb_Last_buff : tstrb_Last;
          end
          default: m_axis_tstrb = 0;  
        endcase
      end
    endgenerate
    always@* begin
      if(BUFFER_MODE == "FULL") begin  
        s_axis_tready = buffer_invalid;
      end else begin  
        s_axis_tready = inLast & master_handshake;
      end
    end
    always@* begin
      if(BUFFER_MODE == "FULL") begin  
        m_axis_tvalid = ~buffer_invalid | s_axis_tvalid;
      end else begin  
        m_axis_tvalid = inLast | s_axis_tvalid;
      end
    end
  endmodule
==> design/flow/run.sh <==
#!/bin/bash
# OpenROAD 26Q1-2900-gdf79404cd8, Yosys 0.63+post, stock flow scripts
make -C /OpenROAD-flow-scripts/flow DESIGN_CONFIG=/design/flow/config.mk WORK_HOME=/design/flow/orfs finish
==> design/flow/config.mk <==
export PLATFORM = sky130hd
export DESIGN_NAME = AXIS_Split_v1_0
export DESIGN_NICKNAME = AXIS_Split_v1_0
export VERILOG_FILES = /design/flow/design.v
export SDC_FILE = /design/flow/constraint.sdc
export NUM_CORES = 4
export LEC_CHECK = 1
export CORE_AREA = 10 10 70 70
export DIE_AREA = 0 0 80 80
==> design/flow/constraint.sdc <==
current_design AXIS_Split_v1_0

set clk_period 2.0
set clk_io_pct 0.2

create_clock -name clk0 -period $clk_period [get_ports {axis_aclk}]

set non_clock_inputs [all_inputs -no_clocks]
set_input_delay [expr $clk_period * $clk_io_pct] -clock clk0 $non_clock_inputs
set_output_delay [expr $clk_period * $clk_io_pct] -clock clk0 [all_outputs]
==> results_slide.txt <==
Run Summary

Die
  • FP Rows: 21
  • IO Pins: 62
  • Die Span X: around 80 um
  • Die Y: 80 um
  • Die ar.: 0.00640 mm^2
  • Fp util: 8.46%
  • Core area: 0.00342 mm^2

Yosys
  • Post-synthesis average cell area: 10.3 um^2
  • YS chip area: 289 um^2
  • Yosys cell types: 10
  • Top non-seq family: multiplexers
  • Register area share after synthesis: between 6 and 7%
  • MUX share of area: 70.1%
  • Cell count listed in synth_stat.txt: 28
  • Simple-Gate Fraction of Synth Area: 11.3%
  • Yosys xor share: 0%
  • Synth Area in Compound Gates: 0%
  • Synth Area in Adders: 0%
  • Synth flops: 1
  • Synth warn: 2
  • Area of the mapped netlist: 289 um^2
  • Cell count after synthesis: 28

STA
  • Fmax: ~520 MHz
  • Final Skew: 0 ns
  • Post-layout min period: a little under 2 ns
  • TNS Setup: 0 ns
  • RSZ-0062 raised after global routing: false
  • Final worst setup slack: 0.0763 ns
  • Cycle use final: 96.2%
  • Count of final hold-check violations: 0
  • Final setup violation count: 0
  • Final Max Tran Viols: 0

Global routing
  • Grt total ovfl: 0
  • Tot GR Track Use: 5.40%
  • Antenna violations before repair: 0
  • Vias in the first global route: around 580
  • Largest net degree at the start of global routing: 13
  • Wire length of the first global-routing pass: 2710 um

Placed design
  • Final HPWL DP: about 1700 um
  • Gpl congestion: just under 0.9
  • Place WS: 0.0744 ns
  • Port bufs: 59

Flow run
  • Max-cap violations: 0
  • Tally of OpenROAD warnings: 29

Status
  • Outcome: complete, no violations

Setup path
  • Startpoint Class: input port
  • Critical path class: in -> out
  • Crit path DRT: between 1.5 and 2 ns
  • Worst Path Arrival: around 1.5 ns
  • CP Capture Type: primary output
  • CP max FO: 1

Cells and area
  • Most frequent cells in the layout: clkdlybuf4s50_1, mux2_2, buf_4
  • Most frequent logic cell in the layout: clkdlybuf4s50_1
  • Fin util: 27.0%
  • Fill count: 383
  • Largest register FFs: 1
  • Layout area overhead: 219%
  • Register area: 20.0 um^2
  • Fraction of layout cells with a size suffix above 1: around a quarter
  • Top flop regs: state: 1 flops
  • Biggest register: state
  • Logic cell area: 239 um^2

Power
  • Logic pwr share: 89.2%
  • PD cells: roughly 220 mW/mm^2
  • Worst vdd rail ir drop: around 0.13 mV
  • Clock share of power: 0%
  • Flop pwr share: 10.8%
  • Reported net switching power: 0.0000351 W
  • Sw Ratio: 17.2%
  • Leakage power: 0.333 nW
  • Internal cell power: 0.000169 W
  • Total power draw: just over 0.0002 W

Drt
  • Final wirelength: 1870 um
  • Starting DRT DRC Count: 1
  • Routed vias/inst: roughly 3.5
  • Avg WL per Cell: 14.2 um
  • Via count: 464
  • DRC Markers: 0
  • ANT nets after route: 0
  • Ant diodes: 0
  • DR pass1 iterations: 3

Clock network
  • CTS clk-pin slew, worst paths: 0 ns
  • Hold-fix buffers, CTS: 0
  • Worst skew pair latency: 0 ns
  • Post_cts resized: 0
  • Post-CTS setup buffer count: 0

Worst hold path
  • Worst Hold Class: reg -> reg
## logic make-up after synthesis
| kind of cell | count (synthesis) |
|---|---|
| flops | 1 |
| buf+inv | 3 |
| other cells | 1 |
| simple gates | 5 |
| mux | 18 |
## cells in the mapped netlist (all sizes together)
library cell | n | area (um^2)
buf | 3 | 30.0
nand3b | 1 | 7.51
and2 | 1 | 6.26
conb | 1 | 3.75
nand4b | 1 | 8.76
nand2 | 1 | 3.75
or2 | 1 | 6.26
mux2 | 18 | 203
dfxtp | 1 | 20.0
## per-stage QoR
stage | hold slack (ns) | instances | instance area, um^2
floorplan | 0.532 | 28 | 289
detailed placement | 0.657 | 132 | 922
finish | 0.645 | 132 | 922
global route | 0.693 | 132 | 922
CTS | 0.659 | 132 | 922
global placement | 0.654 | 132 | 922
## final timing paths
path                      startpoint            endpoint  slack, ns  depth (start not counted)
hold reg to reg   state$_SDFFE_PN0P_  state$_SDFFE_PN0P_       0.64                          3
setup reg to reg  state$_SDFFE_PN0P_  state$_SDFFE_PN0P_       1.23                          3
setup / recovery    s_axis_tdata[13]    m_axis_tdata[13]       0.08                          3
hold / removal    state$_SDFFE_PN0P_  state$_SDFFE_PN0P_       0.64                          3
## area by class of cell
cell class	count	share of cell area [%]
timing repair buffer	61	65.7
multi-input combinational	24	25.9
tap	46	6.24
sequential	1	2.17
## metal layers
layer  wire length [um]  up-vias  track usage (%)
met3                570        0             6.48
li1                   -      217                -
met4                  0        0                0
met2                631       58             8.43
met5                  0        -                0
met1                668      189             4.75
## power by group through the flow
| stage | Sequential [W] | Combinational [W] | Clock (W) |
|---|---|---|---|
| final | 0.0000221 | 0.000182 | 0 |
| after global routing | 0.0000223 | 0.000197 | 0 |
| after CTS | 0.0000222 | 0.000186 | 0 |
## worst max-delay path, cell delays in order
cell and delay [ns]:
clkdlybuf4s50_1 0.41, mux2_2 0.27, clkdlybuf4s50_1 0.44
Power is estimated from default activity; no workload was simulated.
